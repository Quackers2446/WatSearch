--- flow/config.mk ---
export PLATFORM = sky130hd
export DESIGN_NAME = torus_switch
export DESIGN_NICKNAME = torus_switch
export VERILOG_FILES = /design/flow/design.v
export SDC_FILE = /design/flow/constraint.sdc
export NUM_CORES = 4
export LEC_CHECK = 1
export CORE_UTILIZATION = 50
--- flow/constraint.sdc ---
current_design torus_switch

set clk_period 7.8
set clk_io_pct 0.2

create_clock -name clk0 -period $clk_period [get_ports {clk}]

set non_clock_inputs [all_inputs -no_clocks]
set_input_delay [expr $clk_period * $clk_io_pct] -clock clk0 $non_clock_inputs
set_output_delay [expr $clk_period * $clk_io_pct] -clock clk0 [all_outputs]
--- flow/design.v ---
`timescale 1ns/1ps
package common_pkg;
parameter int DEFAULT_X_W       = 2;
parameter int DEFAULT_Y_W       = 2;
parameter int DEFAULT_YMAX      = 1 << DEFAULT_X_W;
parameter int DEFAULT_XMAX      = 1 << DEFAULT_Y_W;
parameter int DEFAULT_D_W       = 32; 
parameter int DEFAULT_VC_W      = 3;                   
parameter int DEFAULT_A_W       = DEFAULT_X_W + DEFAULT_Y_W;
parameter int DEFAULT_VC_FIFO_DEPTH = 32; 
endpackage : common_pkg
`timescale 1ns/1ps
module dor #(
	parameter X_W	= 2,	 
	parameter Y_W	= 2,	 
    parameter X = 0,
    parameter Y = 0
) (
    input  logic [X_W-1:0] n_x,
    input  logic [Y_W-1:0] n_y,
    input  logic n_v,
    input  logic [X_W-1:0] w_x,
    input  logic [Y_W-1:0] w_y,
    input  logic w_v,
    input  logic [X_W-1:0] i_x,
    input  logic [Y_W-1:0] i_y,
    input  logic i_v,
    output logic e_v,
    output logic s_v,
    output logic o_v,
    output logic n2s,
    output logic w2s,
    output logic w2e,
    output logic i_ack
);
logic n_local , w_local , i_local;   
logic w_pref_s, i_pref_s;            
logic s_busy,   e_busy;        
assign n_local = (n_x == X_W'(X)) && (n_y == Y_W'(Y));
assign w_local = (w_x == X_W'(X)) && (w_y == Y_W'(Y));
assign i_local = (i_x == X_W'(X)) && (i_y == Y_W'(Y));
assign w_pref_s = (w_x == X_W'(X));
assign i_pref_s = (i_x == X_W'(X));
always_comb begin
    e_v = 0;  s_v = 0;  o_v = 0;
    n2s = 0;  w2s = 0;  w2e = 0;
    i_ack = 0;
    s_busy = 0;
    e_busy = 0;
    if (n_v) begin
        if (n_local)  o_v = 1;
        else          s_v = 1;
        n2s   = 1;
        s_busy = 1;
    end
    if (w_v) begin
        if (w_local && !s_busy) begin          
            o_v   = 1;
            w2s   = 1;
            s_busy = 1;
        end
        else if (w_pref_s && !s_busy) begin     
            s_v   = 1;
            w2s   = 1;
            s_busy = 1;
        end
        else begin                              
            e_v   = 1;
            w2e   = 1;
            e_busy = 1;
        end
    end
    if (i_v) begin
        if (!s_busy && (i_local || i_pref_s)) begin
            if (i_local)  o_v = 1;   
            else          s_v = 1;
            i_ack = 1;
            s_busy = 1;
        end
        else if (!e_busy && !i_pref_s) begin
            e_v   = 1;
            i_ack = 1;
            e_busy = 1;
        end
    end
end
endmodule
`timescale 1ns/1ps
module torus_switch #(
  parameter X_W	= 2,	 
  parameter Y_W	= 2,	 
  parameter D_W	= 32,	 
  parameter X = 2,
  parameter Y = 2
) (
	input  logic clk,		 
	input  logic rst,		 
	input  logic n_in_v,	         
	input  logic [X_W-1:0] n_in_x,	 
	input  logic [Y_W-1:0] n_in_y,	 
	input  logic [D_W-1:0] n_in_data,	 
	input  logic w_in_v,	         
	input  logic [X_W-1:0] w_in_x,	 
	input  logic [Y_W-1:0] w_in_y,	 
	input  logic [D_W-1:0] w_in_data,	 
	input  logic i_v,	         
	input  logic [X_W-1:0] i_x,	     
	input  logic [Y_W-1:0] i_y,	     
	input  logic [D_W-1:0] i_data,	 
	output logic i_ack,		 
	output logic o_v,		 
	output logic s_out_v,
	output logic [X_W-1:0] s_out_x,	 
	output logic [Y_W-1:0] s_out_y,	 
	output logic [D_W-1:0] s_out_data,	 
	output  logic      e_out_v,
	output  [X_W-1:0] e_out_x,
	output  [Y_W-1:0] e_out_y,
	output  [D_W-1:0] e_out_data,
	output logic done
);
localparam int MSG_W = X_W + Y_W + D_W;
logic                 n_v_r, w_v_r;
logic [X_W-1:0]       n_x_r, w_x_r;
logic [Y_W-1:0]       n_y_r, w_y_r;
logic [D_W-1:0]       n_d_r, w_d_r;
logic s_out_v_r , e_out_v_r ;
logic [X_W-1:0] s_out_x_r , e_out_x_r ;
logic [Y_W-1:0] s_out_y_r , e_out_y_r ;
logic [D_W-1:0] s_out_d_r , e_out_d_r ;
assign s_out_v   = s_out_v_r;
assign e_out_v   = e_out_v_r;
assign s_out_x   = s_out_x_r;
assign s_out_y   = s_out_y_r;
assign s_out_data= s_out_d_r;
assign e_out_x   = e_out_x_r;
assign e_out_y   = e_out_y_r;
assign e_out_data= e_out_d_r;
always_ff @(posedge clk) begin
	if (rst) begin
		n_v_r <= 0;  w_v_r <= 0;
		n_x_r <= 0;	 w_x_r <= 0;
		n_y_r <= 0;  w_y_r <= 0;
		n_d_r <= 0;  w_d_r <= 0;
	end else begin
		n_v_r <= n_in_v;  w_v_r <= w_in_v;
		n_x_r <= n_in_x;  w_x_r <= w_in_x;
		n_y_r <= n_in_y;  w_y_r <= w_in_y;
		n_d_r <= n_in_data; w_d_r <= w_in_data;
	end
end
wire [MSG_W-1:0] n_msg = {n_x_r, n_y_r, n_d_r};
wire [MSG_W-1:0] w_msg = {w_x_r, w_y_r, w_d_r};
wire [MSG_W-1:0] i_msg = {i_x   , i_y   , i_data};
logic e_v, s_v, o_v_r;
logic n2s, w2s, w2e;
dor #(.X_W(X_W), .Y_W(Y_W), .X(X), .Y(Y)) dor_i (
	.n_x(n_x_r), .n_y(n_y_r), .n_v(n_v_r),
	.w_x(w_x_r), .w_y(w_y_r), .w_v(w_v_r),
	.i_x(i_x),   .i_y(i_y),   .i_v(i_v),
	.e_v(e_v), .s_v(s_v), .o_v(o_v_r),
	.n2s(n2s), .w2s(w2s), .w2e(w2e),
	.i_ack(i_ack)
);
wire [MSG_W-1:0] south_bits;
wire [MSG_W-1:0] east_bits;
genvar b;
generate
	for (b = 0; b < MSG_W; b = b + 1) begin : gen_xbar
		torus_xbar_1b xbar (
			.w2e (w2e),
			.w2s (w2s),
			.n2s (n2s),
			.ni   (n_msg[b]),
			.wi   (w_msg[b]),
			.pi   (i_msg[b]),
			.so   (south_bits[b]),
			.eo   (east_bits[b])
		);
	end
endgenerate
always_ff @(posedge clk) begin
    if (rst) begin
        s_out_v_r <= 1'b0;
        e_out_v_r <= 1'b0;
        o_v       <= 1'b0;
        s_out_x_r <= '0;  s_out_y_r <= '0;  s_out_d_r <= '0;
        e_out_x_r <= '0;  e_out_y_r <= '0;  e_out_d_r <= '0;
    end
    else begin
        s_out_v_r <= s_v;
        e_out_v_r <= e_v;
        o_v       <= o_v_r;
        {s_out_x_r, s_out_y_r, s_out_d_r} <= south_bits;
        {e_out_x_r, e_out_y_r, e_out_d_r} <= east_bits;
    end
end
  assign done = !(o_v_r | e_out_v_r | s_out_v_r | o_v | s_out_v | e_out_v | n_v_r | w_v_r | i_v | n_in_v | w_in_v);
endmodule
`timescale 1ns/1ps
module torus_xbar_1b
(
	input logic w2e,
	input logic w2s,
	input logic n2s,
	input logic ni,
	input logic wi,
	input logic pi,
	output logic so,
	output logic eo
);
assign so = n2s ? ni : w2s ? wi : pi;     
assign eo = w2e ? wi : pi;
endmodule
--- flow/run.sh ---
#!/bin/bash
# OpenROAD 26Q1-2900-gdf79404cd8, Yosys 0.63+post, stock flow scripts
make -C /OpenROAD-flow-scripts/flow DESIGN_CONFIG=/design/flow/config.mk WORK_HOME=/design/flow/orfs finish
==> impl_metrics.ini <==
; generated from flow reports
[cts]
cts_setup_buffers = 0
path_clk_slew_ns = 0.06
insertion_delay_ns = 0.51
htree_levels = 4
cts_resized = 0
cts_tree = yes
clockBufferDepth = 2
cts_made_buffers = 17
clk_root_buffer_cell = clkbuf_8
clock-sinks = 149
holdBufCountCts = 0

[final_timing]
slew-limit-headroom_pct = 41.7
min_period_over_period_pct = 61.0
fin_setup_tns_ns = 0
hold-worst-slack_ns = 0.462
period_needed_ns = 4.76
setup_ws_ns = 3.04
worst_pin_slew_ns = 0.873
setup-violations-final = 0
timing.fmax_mhz = 210
drv_slew = 0
rsz0062_at_grt = false
fin_skew_ns = 0.00701
hold_viol = 0

[global_route]
antenna_found_initial = 0
grt-ovfl-total = 0
grt_usage_pct = 25.6
grt_max_degree = 86
grt_pass1_wl_um = 20200
grt_pass1_vias = 4132

[die]
dieWidth_um = 103
die_area_um2 = 10700
core_region_area_um2 = 9860
chipHeight_um = 103
rows = 36
initCoreUtil_pct = 52.0
boundaryPins = 190

[worst_setup_path]
slowest_delay_ns = 0.54
required_ns = 6.24
crit_chain = clkdlybuf4s50_1 > or4_1 > nor2_1 > clkdlybuf4s50_1
setup.worst_path.end_class = output pin
worstPathMaxFanout = 4
cp-start-kind = input port
reg2regPathDepth = 5
cp_slowest_cell = or4_1
critPathKind = in2out
arrival_ns = 3.20
cpMostUsedCell = clkdlybuf4s50_1

[logic_synthesis]
area_leaders = dfxtp_1 (58%), nor2b_1 (9.2%), a311oi_1 (5.8%)
synth_seq_share_pct = 58.2
ys.flops = 149
yosysTopAreaCellShare_pct = 58.2
ys_types = 32
synth_cells = 546
async_flop_share_pct = 0
yosys_warnings = 2
syn_area_um2 = 5120
largest_area_cell = dfxtp_1
ys_cells = 546
ys_chip_area_um2 = 5120
edf_count = 0
synth-main-ff-cell = dfxtp_1
avgSynthCellArea_um2 = 9.39

[power_and_ir_drop]
combPwrFrac_pct = 10.9
powerDensity_nw_per_um2 = 234
ir_drop_v = 0.000173
switching_share_pct = 21.7
p_switching_mw = 0.384
internal_power_mw = 1.39
power.total_mw = 1.77
p_clk_share_pct = 42.5
p_leak_nw = 2.88
seq_power_share_pct = 46.6

[finish]
drive_above_1_share_pct = 6.17
mostFrequentLayoutCells = clkdlybuf4s50_1 (188), dfxtp_1 (148), nor2b_1 (75)
final_core_util_pct = 76.7
areaGrowthSynthToFinish_pct = 47.6
final_area_um2 = 7570
lay_top_count = clkdlybuf4s50_1
instances_no_fill = 862

[placed_design]
pre_cts_ws_ns = 3.04
placed_cells = 830
dp_hpwl_um = 8090
postPlaceCellArea_um2 = 7010
place_congestion = 0.805
port-buffer-count = 189

[min_path]
hold_class = reg2reg
whs_path_depth = 2

[route]
wire_per_inst_um = 15.0
drtIter0Drc = 195
dr_total_vias = 4444
drt_wl_total_um = 12900
drc_errors = 0
antenna_cells = 0
ant_nets = 0
dr.pass1.iters = 4
via_per_inst = 5.16

[run]
warnings = 26
drv_cap = 0

[run_status]
status = finished, final reports clean
metal layers:
| layer | GRT usage, % | part of all wire (%) |
|---|---|---|
| met1 | 36.4 | 41 |
| met2 | 40.9 | 47 |
| met3 | 8.06 | 11 |
| met4 | 3.79 | 1.3 |
| met5 | 0 | 0 |
cell type report:
class	count	area (um^2)
clock inverters	13	135
repair buffers	196	1940
fillers	635	2300
flip-flops and latches	149	2980
multi-input cells	348	1900
well taps	133	166
inverters	4	15.0
clock buffers	19	422
synth_stat cells (all sizes together) (2+ instances only):
library cell,n
nand2b,2
o21ai,37
clkbuf,28
nand2,71
nor2b,75
nand3,35
buf,17
nor2,36
and3b,2
a211oi,2
or4,2
dfxtp,149
nor3b,2
a311oi,34
a22oi,2
nand3b,2
inv,4
a21oi,39
sequential cells by signal, indices dropped and copies added, names as in the netlist:
| register | count |
|---|---|
| e_out_d_r | 32 |
| e_out_v_r | 1 |
| e_out_x_r | 2 |
| e_out_y_r | 2 |
| n_d_r | 32 |
| n_v_r | 1 |
| n_x_r | 2 |
| n_y_r | 2 |
| o_v | 1 |
| s_out_d_r | 32 |
| s_out_v_r | 1 |
| s_out_x_r | 2 |
| s_out_y_r | 2 |
| w_d_r | 32 |
| w_v_r | 1 |
| w_x_r | 2 |
| w_y_r | 2 |
critical path: cells and delay by family:
| family | cells | cell delay [ns] |
|---|---|---|
| buffers and inverters | 2 | 0.99 |
| AND/OR/NAND/NOR | 2 | 0.65 |
cell families after synthesis:
| family | count (synthesis) | synth area share (%) |
|---|---|---|
| AND-OR/OR-AND | 118 | 14.5 |
| buffers and inverters | 49 | 4.71 |
| AND/OR/NAND/NOR | 230 | 22.6 |
| flip-flops | 149 | 58.2 |
final timing paths:
kind	to	startpoint	slack, ns
worst max-delay path	done	i_v	3.04
worst min-delay path	e_out_d_r[1]	w_d_r[1]	0.46
worst max register to register	s_out_d_r[17]	w_v_r	5.77
worst min register to register	e_out_d_r[1]	w_d_r[1]	0.46
power groups by stage:
stage | registers [mW] | logic, mW | clock network, mW
after global routing | 0.829 | 0.213 | 0.801
final | 0.825 | 0.193 | 0.752
after CTS | 0.825 | 0.194 | 0.764
Power figures rest on the tool's default switching activity, not on a simulated workload.
