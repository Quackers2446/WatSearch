<file path="config.mk">
export PLATFORM = sky130hd
export DESIGN_NAME = fifo32
export DESIGN_NICKNAME = fifo32
export VERILOG_FILES = /design/flow/design.v
export SDC_FILE = /design/flow/constraint.sdc
export NUM_CORES = 4
export LEC_CHECK = 1
export CORE_UTILIZATION = 50
</file>
<file path="run.sh">
#!/bin/bash
# OpenROAD 26Q1-2900-gdf79404cd8, Yosys 0.63+post, stock flow scripts
make -C /OpenROAD-flow-scripts/flow DESIGN_CONFIG=/design/flow/config.mk WORK_HOME=/design/flow/orfs finish
</file>
<file path="design.v">
`timescale 1ns/1ps
package common_pkg;
parameter int DEFAULT_X_W       = 2;
parameter int DEFAULT_Y_W       = 2;
parameter int DEFAULT_YMAX      = 1 << DEFAULT_X_W;
parameter int DEFAULT_XMAX      = 1 << DEFAULT_Y_W;
parameter int DEFAULT_D_W       = 32; 
parameter int DEFAULT_VC_W      = 3;                   
parameter int DEFAULT_A_W       = DEFAULT_X_W + DEFAULT_Y_W;
parameter int DEFAULT_VC_FIFO_DEPTH = 32; 
endpackage : common_pkg
`timescale 1ns/1ps
module fifo32 #(
    parameter int       DEPTH32     = 4, 
    parameter int       WIDTH       = 32,
    parameter int       RLATENCY    = 0 
) (
    input   logic clk,
    input   logic rst,
    input   logic               i_push,
    output  logic               o_full,
    input   logic [WIDTH-1:0]   i_wdata,
    input   logic               i_pop,
    output  logic               o_empty,
    output  logic [WIDTH-1:0]   o_rdata
);
localparam int DEPTH = DEPTH32 * 32; 
generate
    logic [WIDTH-1:0]           fifo_data [DEPTH-1:0]; 
    logic [$clog2(DEPTH)-1:0]   fifo_head, fifo_tail, next_fifo_head, next_fifo_tail;
    always_comb begin
        next_fifo_head = fifo_head + ($clog2(DEPTH))'(1);
        next_fifo_tail = fifo_tail + ($clog2(DEPTH))'(1);
    end
    always_ff @(posedge clk) begin
        if (rst) begin
            o_full  <= 1'b0;
            o_empty <= 1'b1;
        end else begin
            if (i_push && i_pop) begin
                o_full  <= (next_fifo_head + ($clog2(DEPTH))'(1)) == next_fifo_tail;
                o_empty <=  next_fifo_head                        == next_fifo_tail;
            end else if (i_push) begin
                o_full  <= (next_fifo_head + ($clog2(DEPTH))'(1)) ==      fifo_tail;
                o_empty <=  next_fifo_head                        ==      fifo_tail;
            end else if (i_pop) begin
                o_full  <=  next_fifo_head                        == next_fifo_tail;
                o_empty <=       fifo_head                        == next_fifo_tail;
            end
        end
    end
    always_ff @(posedge clk) begin
        if (rst) begin
            fifo_head   <= '0;
            fifo_tail   <= '0;
        end else begin
            if (i_push) begin
                fifo_head <= next_fifo_head;
            end
            if (i_pop) begin
                fifo_tail <= next_fifo_tail;
            end
        end
    end
    always_ff @(posedge clk) begin
        if (i_push) begin
            fifo_data[fifo_head] <= i_wdata; 
        end
    end
    if (RLATENCY == 0) begin : gen_rlatency0
        assign o_rdata = fifo_data[fifo_tail]; 
    end : gen_rlatency0
    else begin : gen_rlatency1
        always_ff @(posedge clk) begin
            if (i_pop) begin
                o_rdata <= fifo_data[fifo_tail]; 
            end
        end
    end : gen_rlatency1
endgenerate
endmodule : fifo32
</file>
<file path="constraint.sdc">
current_design fifo32

set clk_period 112.7
set clk_io_pct 0.2

create_clock -name clk0 -period $clk_period [get_ports {clk}]

set non_clock_inputs [all_inputs -no_clocks]
set_input_delay [expr $clk_period * $clk_io_pct] -clock clk0 $non_clock_inputs
set_output_delay [expr $clk_period * $clk_io_pct] -clock clk0 [all_outputs]
</file>
==> impl_metrics.csv <==
group,metric,value,unit
floorplan,initCoreUtil,0.503,
global_routing,antenna_found_initial,23,
yosys,yosysChipArea,157000,µm²
yosys,ys_seq_frac,0.786,
route,avgViaCountPerCell,6.20,
global_routing,grt_pass1_wl,559,mm
yosys,edf_count,4096,
job,maxCapViolations,0,
setup_path,crit_type,"reg2out",
sta,slew_headroom,0.347,
route,drt-initial-drc-count,4307,
floorplan,die_h,563,µm
pwr,switchingPower,668,µW
floorplan,io_pins,70,
pwr,combPwrFrac,0.053,
sta,tightest_slew,0.977,ns
sta,finalCritPeriodShare,0.273,
yosys,synth_cells,6118,
finish,final_common_cell,"edfxtp_1",
pwr,power_density,17.9,nW/µm²
sta,finalHoldViolCount,0,
sta,max_freq,32.5,MHz
finish,stdcell_area,178000,µm²
yosys,avgSynthCellArea,25.7,µm²
setup_path,cp_cell_sequence,"buf_4 -> buf_4 -> buf_4 -> buf_4 -> buf_4 -> buf_4 -> mux4_2 -> mux4_2 -> mux4_2 -> mux2_2 -> clkdlybuf4s50_1",
sta,hold_ws,0.587,ns
sta,timing.final.crit_period,30.79,ns
placement,io_buffers,69,
route,ant_nets,0,
clock_tree,clk_pin_slew,0.06,ns
global_routing,grt_pass1_vias,77100,
global_routing,grt_max_degree,115,
pwr,seqPwrFrac,0.532,
finish,drive_above_1_share,0.350,
floorplan,rows,205,
pwr,clkPwrFrac,0.415,
yosys,ys_cells,6118,
pwr,ir_drop,0.0134,mV
route,drc,0,
yosys,synth_flops,4119,
floorplan,dieArea,316000,µm²
route,firstDrtPassIters,5,
finish,nFillCells,21600,
route,num_vias,68600,
run_status,status,"finished clean",
placement,postPlaceCellArea,165000,µm²
clock_tree,cts_root_buffer,"clkbuf_16",
floorplan,core_area,312000,µm²
clock_tree,cts_tree,"built",
pwr,p_leak,52.8,nW
hold_path,min_path_type,"reg2reg",
sta,worst_slack,81.91,ns
yosys,synthArstFlopShare,0,
clock_tree,cts_buffers,412,
finish,area_delta_synth_final,13.2,%
floorplan,die_w,563,µm
placement,gp_congestion,0.879,
setup_path,cp-start-kind,"flop",
yosys,netlist_area,157000,µm²
route,wl_per_cell,35.6,µm
yosys,ys.flop_type,"edfxtp_1",
clock_tree,cts_setup_buffers,0,
setup_path,crit_fanout,36,
sta,setup_viol,0,
placement,dp_slack,82.56,ns
setup_path,slowest_delay,0.77,ns
setup_path,worstSetupEndpointType,"output pin",
yosys,ys_types,38,
sta,clock_skew,0.0488,ns
clock_tree,cts_buffer_depth,4,
clock_tree,clk_latency,0.95,ns
setup_path,cp_top_family,"buffers and inverters",
job,warnings,33,
global_routing,grt.overflow.total,0,
placement,post-dp-hpwl,217,mm
finish,layout_top_cells,"4096 x edfxtp_1, 1344 x mux4_2, 416 x clkbuf_16",
clock_tree,cts.sinks,4119,
sta,maxSlewViolCount,0,
sta,tns,0,ns
setup_path,cp.arrival,8.25,ns
pwr,p_int,2.51,mW
finish,flop_area,123000,µm²
clock_tree,htree_levels,5,
setup_path,cpMostUsedCell,"buf_4",
yosys,yosysWarnings,1,
setup_path,crit_slowest_cell,"dfxtp_4",
clock_tree,cts_resized,0,
global_routing,gr-usage-all-layers,0.292,
setup_path,path_buffers,7,
sta,rsz0062_at_grt,"false",
finish,logic_area,33300,µm²
route,drt_wl_total,394,mm
pwr,swShare,0.210,
setup_path,cp.required,90.16,ns
clock_tree,cts_hold_buf,0,
==> area by class of cell <==
cell class / instances / area share
Multi-Input combinational cell: 1670 / 0.187
Timing Repair Buffer: 345 / 0.0156
Clock buffer: 504 / 0.0610
Tap cell: 4140 / 0.0291
Antenna cell: 32 / 0.000450
Sequential cell: 4119 / 0.694
Inverter: 3 / 0.0000633
Clock inverter: 259 / 0.0123
==> state kept, by name, summed over array words and instances (netlist names), named ones only <==
register / count
fifo_data: 4096
o_full: 1
o_empty: 1
fifo_tail: 7
fifo_head: 7
==> layer usage <==
layer  up-vias  share of wire  global-route usage
met5         -        0.00052              0.0145
met4        14          0.032              0.0703
met3       503           0.23               0.282
met2      5105           0.46               0.391
met1     35200           0.28               0.353
li1      27800              -                   -
==> synthesized netlist by cell type (3+ instances only) <==
cell | count | area [µm²]
buf_1 | 39 | 146
nand2_1 | 26 | 97.6
mux4_2 | 1344 | 30300
xor2_1 | 21 | 184
inv_1 | 3 | 11.3
buf_4 | 3 | 22.5
nand3_1 | 16 | 80.1
mux2_2 | 32 | 360
nor4_1 | 4 | 25.0
ha_1 | 7 | 87.6
dfxtp_1 | 23 | 460
nor2_1 | 151 | 567
xnor3_1 | 4 | 90.1
clkbuf_1 | 196 | 736
edfxtp_1 | 4096 | 123000
nor2b_1 | 8 | 50.1
xnor2_1 | 25 | 219
nand4_1 | 7 | 43.8
buf_2 | 86 | 430
==> power by group through the flow <==
stage | registers [mW] | logic (mW) | clock network (mW)
5_1_grt | 1.69 | 0.183 | 1.40
4_1_cts | 1.69 | 0.171 | 1.34
6_report | 1.69 | 0.170 | 1.32
==> cell families after synthesis <==
logic type               share of synthesized area
buffers and inverters                      0.00871
adder cells (fa/ha/maj)                   0.000558
AND-OR/OR-AND                             0.000573
flip-flops                                   0.786
XOR/XNOR                                   0.00329
AND/OR/NAND/NOR                            0.00592
multiplexers                                 0.195
==> worst min-delay path, cell delays in order, from the launching register on <==
cell and delay (ns):
dfxtp_1 0.36, xor2_1 0.08, nor2_1 0.10
==> stage by stage <==
| stage | total power [mW] | util | cells |
|---|---|---|---|
| final | 3.18 | 0.570 | 11100 |
| after CTS | 3.20 | 0.569 | 11000 |
| after global placement | 1.89 | 0.528 | 10300 |
| after floorplan | 1.81 | - | 6118 |
| after detailed placement | 1.89 | 0.528 | 10300 |
| after global routing | 3.27 | 0.570 | 11100 |
==> worst paths after layout <==
check,depth (start not counted),from,slack [ns],end
hold reg to reg,2,fifo_tail[6],0.59,fifo_tail[6]
setup reg to reg,5,fifo_head[3],109.14,fifo_data[93][20]
setup / recovery,11,flop,81.91,o_rdata[20]
hold / removal,2,fifo_tail[6],0.59,fifo_tail[6]
No activity file was given, so power comes from the tool's default toggle rates.
